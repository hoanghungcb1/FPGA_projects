## ./design.v

```verilog
module binh_phuong(num_i, num_2_o);
  input [15:0] num_i;  
  reg [31:0] mid [15:0];  
  reg [31:0] midB[3:0];  
  output [31:0] num_2_o;  
  wire [31:0] num1_ext;
  wire [31:0] num2;
  assign num1_ext = num_i;
  assign num2 = num_i;
  assign num_2_o = midB[0] + midB[1] + midB[2] + midB[3];
  always@*  
    begin
      midB[0] = mid[0] + mid[4] + mid[8] + mid[15];
      midB[1] = mid[1] + mid[5] + mid[9] + mid[14];
      midB[2] = mid[2] + mid[6] + mid[10] + mid[13];
      midB[3] = mid[3] + mid[7] + mid[11] + mid[12];
    end
  always@*  
    begin
      mid[0]  =  num1_ext & {32{num2[0]}};
      mid[1]  = (num1_ext <<  1) & {32{num2[1]}};
      mid[2]  = (num1_ext <<  2) & {32{num2[2]}};
      mid[3]  = (num1_ext <<  3) & {32{num2[3]}};
      mid[4]  = (num1_ext <<  4) & {32{num2[4]}};
      mid[5]  = (num1_ext <<  5) & {32{num2[5]}};
      mid[6]  = (num1_ext <<  6) & {32{num2[6]}};
      mid[7]  = (num1_ext <<  7) & {32{num2[7]}};
      mid[8]  = (num1_ext <<  8) & {32{num2[8]}};
      mid[9]  = (num1_ext <<  9) & {32{num2[9]}};
      mid[10] = (num1_ext << 10) & {32{num2[10]}};
      mid[11] = (num1_ext << 11) & {32{num2[11]}};
      mid[12] = (num1_ext << 12) & {32{num2[12]}};
      mid[13] = (num1_ext << 13) & {32{num2[13]}};
      mid[14] = (num1_ext << 14) & {32{num2[14]}};
      mid[15] = (num1_ext << 15) & {32{num2[15]}};
    end
endmodule
```

## ./run.sh

```bash
#!/bin/bash
# OpenROAD 26Q1-2900-gdf79404cd8, Yosys 0.63+post, stock flow scripts
make -C /OpenROAD-flow-scripts/flow DESIGN_CONFIG=/design/flow/config.mk WORK_HOME=/design/flow/orfs finish
```

## ./config.mk

```make
export PLATFORM = sky130hd
export DESIGN_NAME = binh_phuong
export DESIGN_NICKNAME = binh_phuong
export VERILOG_FILES = /design/flow/design.v
export SDC_FILE = /design/flow/constraint.sdc
export NUM_CORES = 4
export LEC_CHECK = 1
export CORE_UTILIZATION = 40
```

## ./constraint.sdc

```tcl
current_design binh_phuong

set clk_period 21.2
set clk_io_pct 0.2

create_clock -name clk0 -period $clk_period

set non_clock_inputs [all_inputs -no_clocks]
set_input_delay [expr $clk_period * $clk_io_pct] -clock clk0 $non_clock_inputs
set_output_delay [expr $clk_period * $clk_io_pct] -clock clk0 [all_outputs]
```

==> results.txt <==
fresh numbers from the pnr run: GRT Overall Usage 0.169, number of routed nets with antenna violations 0, Required @ worst endpoint 16.96 ns, register share after synthesis 0, Mapped Area 6820 sq um, unrepaired setup endpoints after global routing no, post-synth cell types 38, router iterations before antenna repair 4, Die Area 17600 sq um, register area 0 sq um, outcome completed, IO buf count between 40 and 50, Commonest Layout Cell inv_1, slowest CP cell clkdlybuf4s50_1, simple share 0.120, CP max FO 14, Achievable Freq 0.0652 GHz, ys cells 741, DRC viols 0, Least-Margin Pin Slew 0.743 ns, yosys adder share 0.652, CP dominant cell by count fa_1, vias per std cell around 4.8, Post-CTS Setup Bufs 0, total negative slack 0 ns, clkbuf count 0, initial antenna violation count 0, Via Count 4768, Rows 47, vias in the first global route just under 5k, largest net degree at the start of global routing 19, drt wl/cell ~13 um, Final Hold Fails 0, hold buffer count at CTS 0, # diodes 0, Final setup viols 0, first-iteration detailed-routing DRC count 150, die span in y between 100 and 150 um, Ports around 48, crit-path leading delay family adder cells, ao+oa area frac 0.0664, Worst Path Arrival around 11 ns, Max Cap Viol 0, Startpoint Class input pin, Synth Instances 741, Main logic family adder cells, total wire length 13.2 mm, Slew Limit Fails 0, Initial Util 0.410, MUX share of area 0.00477, Setup Crit Path Kind in -> out, yosys warns 3, total grt overflow 0, Bufs and invs on worst path 5, Hold Path Class in -> out, core area 16600 sq um, Slew HR 0.503, Placer Congestion approximately 0.83, syn_area_per_cell 9.21 sq um, area delta synth->final 10.2%, Worst path max stage delay 0.85 ns, XOR/XNOR Area Share 0.0436, OpenROAD warning count 36, post-CTS sizing 0, first-pass GRT wire length ~23 mm, most common logic cells in the final layout 182 x inv_1, 161 x fa_1, 98 x ha_1, Flops 0, DP HPWL 11.4 mm, worst-path cell chain clkdlybuf4s50_1 > inv_1 > nor2_1 > fa_1 > fa_1 > inv_1 > fa_1 > fa_1 > fa_1 > fa_1 > inv_1 > ha_1 > nand2_1 > nor2_1 > a211oi_1 > a31oi_1 > a221oi_1 > o21ai_1 > xor2_1 > clkdlybuf4s50_1, share of layout cells above drive strength 1 0.0181, period utilisation layout 0.723, Tmin final around 15 ns, nature of the critical path endpoint primary output, YS chip area just under 7000 sq um, fillcell total 1604, Die Width between 100 and 150 um
layer usage:
metal | routed length, um | vias to the layer above | part of all wire | track usage
li1 | - | 2293 | - | -
met1 | 5640 | 2370 | 0.43 | 0.249
met2 | 6980 | 103 | 0.53 | 0.295
met3 | 521 | 2 | 0.040 | 0.0223
met4 | 42 | 0 | 0.0032 | 0.00511
met5 | 0 | - | 0 | 0
final timing paths:
| check | from | to | slack (ns) | cells after the start |
|---|---|---|---|---|
| setup / recovery | num_i[8] | num_2_o[29] | 5.86 | 20 |
| hold / removal | num_i[0] | num_2_o[0] | 9.73 | 2 |
synth_stat cells:
library cell	number	area, sq um
inv_1	182	683
fa_1	161	3220
ha_1	98	1230
nand2_1	89	334
and2_1	46	288
a21oi_1	22	110
xnor2_1	21	184
nor2_1	20	75.1
clkbuf_1	18	67.6
a21o_1	13	97.6
xor2_1	13	114
o21ai_0	7	35.0
nor2b_1	5	31.3
nor3_1	4	20.0
o21ai_1	4	20.0
nand3_1	3	15.0
nand4_1	3	18.8
o21bai_1	3	22.5
a211o_1	2	17.5
a211oi_1	2	15.0
a311oi_2	2	30.0
a31o_1	2	17.5
a31oi_1	2	12.5
and3_1	2	12.5
buf_4	2	15.0
mux2_2	2	22.5
o21ai_2	2	17.5
a21boi_0	1	7.51
a221oi_1	1	8.76
and3_2	1	7.51
conb_1	1	3.75
mux2i_1	1	10.0
nand2b_1	1	6.26
nor2_2	1	6.26
o2111a_1	1	11.3
o31ai_4	1	21.3
o32ai_1	1	8.76
or2_2	1	6.26
final cells by class:
cell class / instances / area [sq um] / area share
inverter: 182 / 683 / 0.0909
multi-input combinational: 539 / 6060 / 0.806
tap: 220 / 275 / 0.0366
timing repair buffer: 51 / 500 / 0.0666
metrics by stage:
step           hold WS [ns]  area, sq um  instances  utilization  setup WS [ns]
2_1_floorplan          8.49         6820        741            -           7.70
3_3_place_gp           9.74         7520        992        0.452           5.92
3_5_place_dp           9.73         7520        992        0.452           5.91
4_1_cts                9.74         7520        992        0.452           5.88
5_1_grt                9.78         7520        992        0.452           5.41
6_report               9.73         7520        992        0.452           5.86
cell families after synthesis:
family | after synthesis
AOI/OAI and AO/OA | 66
xor gates and xnor gates | 34
and+or+nand+nor | 176
other | 1
adders and majority gates | 259
muxes | 3
buffers and inverters | 202
