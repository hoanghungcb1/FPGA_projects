==> design.v <==
module multi (
	input logic [7:0] M_i, N_i,
	output logic [15:0] P
);
	logic [8:0] N;
	logic [15:0] M, M0, M2, M4, M6;
	always_comb begin
		N = {N_i, 1'b0};
		if(M_i[7]) begin
			M = {8'b11111111, M_i};
		end
		else begin
			M = {8'b00000000, M_i};
		end
		case(N[2:0])
			3'b010: M0 = M;
			3'b100: M0 = (~M + 1) * 2;
			3'b110: M0 = ~M + 1;
			default: M0 = '0;
		endcase
		case(N[4:2])
			3'b000, 3'b111: M2 = '0;
			3'b001, 3'b010: M2 = M << 2;
			3'b011: M2 = (M << 2) * 2;
			3'b100: M2 = (~(M << 2) + 1) * 2;
			3'b101, 3'b110: M2 = (~(M << 2) + 1);
		endcase
		case(N[6:4])
			3'b000, 3'b111: M4 = '0;
			3'b001, 3'b010: M4 = M << 4;
			3'b011: M4 = (M << 4) * 2;
			3'b100: M4 = (~(M << 4) + 1) * 2;
			3'b101, 3'b110: M4 = (~(M << 4) + 1);
		endcase
		case(N[8:6])
			3'b000, 3'b111: M6 = '0;
			3'b001, 3'b010: M6 = M << 6;
			3'b011: M6 = (M << 6) * 2;
			3'b100: M6 = (~(M << 6) + 1) * 2;
			3'b101, 3'b110: M6 = (~(M << 6) + 1);
		endcase
		P = M0 + M2 + M4 + M6;
	end
endmodule
==> run.sh <==
#!/bin/bash
# OpenROAD 26Q1-2900-gdf79404cd8, Yosys 0.63+post, stock flow scripts
make -C /OpenROAD-flow-scripts/flow DESIGN_CONFIG=/design/flow/config.mk WORK_HOME=/design/flow/orfs finish
==> config.mk <==
export PLATFORM = sky130hd
export DESIGN_NAME = multi
export DESIGN_NICKNAME = multi
export VERILOG_FILES = /design/flow/design.v
export SDC_FILE = /design/flow/constraint.sdc
export NUM_CORES = 4
export LEC_CHECK = 1
export CORE_UTILIZATION = 40
==> constraint.sdc <==
current_design multi

set clk_period 9.5
set clk_io_pct 0.2

create_clock -name clk0 -period $clk_period

set non_clock_inputs [all_inputs -no_clocks]
set_input_delay [expr $clk_period * $clk_io_pct] -clock clk0 $non_clock_inputs
set_output_delay [expr $clk_period * $clk_io_pct] -clock clk0 [all_outputs]
==> flow_metrics.tcl <==
# implementation run metrics
set metrics [dict create \
    status "complete, no violations" \
    drv_slew 0 \
    startpoint "M_i[1]" \
    warnings 32 \
    fin_area_um2 3340 \
    drv_cap 0 \
    crit_fanout 4 \
    ff_count 0 \
    max_freq_mhz 110 \
    syn_avg_cell_area_um2 6.91 \
    synthToLayoutAreaGrowth_pct 16.7 \
    cpMostUsedCell "inv_1" \
    finalWirelength_mm 8.18 \
    wl_per_cell_um 15.4 \
    power_frac_comb_pct 100.0 \
    io_pins 32 \
    antenna_found_initial 0 \
    grt-ovfl-total 0 \
    num-clock-buffers 0 \
    max-vdd-ir-drop_v 0.000119 \
    fin_ws_ps 443 \
    drtPass1Iterations 6 \
    crit_end "P[15]" \
    numPortBuffers 32 \
    start_kind "primary input" \
    hold_violations 0 \
    ys_seq_share_pct 0 \
    worst_path_dominant_cell_family "adder cells" \
    p_switching_mw 0.205 \
    chipArea_um2 7500 \
    core_um2 6870 \
    logic_area_um2 2560 \
    fill_cells 711 \
    vias 2995 \
    rows 30 \
    final_antenna_net_count 0 \
    antenna_cells 0 \
    initCoreUtil_pct 41.7 \
    power_frac_seq_pct 0 \
    finalClockPeriodUsage_pct 95.3 \
    crit_buf_inv 7 \
    slew_headroom_pct 46.9 \
    syn_area_um2 2860 \
    grt_setup_unrepaired "false" \
    dp_slack_ps 195 \
    viasPerCell 5.65 \
    place_hpwl_mm 6.44 \
    netlist_instances 414 \
    min_path_type "in -> out" \
    critPathSlowestCell "fa_1" \
    drc 0 \
    critPathRequiredTime_ps 7600 \
    whs_ps 4920 \
    fin_util_pct 48.6 \
    leakage_nw 1.49 \
    yosys_warnings 1 \
    finalSetupTns_ps 0 \
    intPower_mw 0.265 \
    post_cts_buffers 0 \
    path_class "in -> out" \
    dpl_cell_area_um2 3330 \
    die_h_um 86.6 \
    track_usage_pct 24.6 \
    place_congestion 0.954 \
    worstMarginPinSlew_ps 794 \
    drive_gt1_share_pct 9.22 \
    yosysCellCount 414 \
    synth-area-yosys_um2 2860 \
    min_period_ps 9060 \
    p_per_area_nw_per_um2 141 \
    max_stage_delay_ps 530 \
    clkPwrFrac_pct 0 \
    cp.depth 21 \
    cp-end-kind "primary output" \
    regArea_um2 0 \
    grt_pass1_wl_mm 14.0 \
    grt_max_degree 31 \
    drt_iter0_drc 258 \
    setup_viol 0 \
    path_cells "clkdlybuf4s50_1 > inv_1 > ha_1 > or3b_1 > or3_4 > xnor2_1 > buf_4 > o21ai_0 > a31o_1 > fa_1 > inv_1 > fa_1 > inv_1 > ha_1 > inv_1 > nor2_1 > a21oi_1 > a211oi_1 > o41ai_2 > xnor3_1 > clkdlybuf4s50_1" \
    ys_types 59 \
    cp.arrival_ps 7160 \
    die_w_um 86.6 \
    grt_pass1_vias 2770 \
    sw_frac_of_total_pct 43.6 \
]
==> layer usage <==
layer,GRT usage (%),wire length (µm),share of wire (%),up-vias
met2,40.6,3830,47,110
met4,3.94,189,2.3,0
li1,-,-,-,1481
met5,0,0,0,-
met3,1.06,497,6.1,15
met1,37.4,3670,45,1389
==> placed cells by master, fill, tap and decap left out, types with 3 or more instances in the layout <==
cell type,Yosys,final
fa_1,21,21
clkdlybuf4s50_1,0,31
xnor2_1,17,17
mux2i_1,10,10
and2_1,6,6
nand2b_1,3,3
and3_1,3,3
a21oi_1,33,33
o21bai_1,5,5
buf_4,1,21
nor2_1,32,32
nand2_1,39,39
o22ai_1,3,3
nor3_1,6,6
ha_1,18,18
mux2_2,5,5
or2_2,3,3
xor2_1,8,8
o211ai_1,6,6
inv_1,44,44
mux4_2,3,3
nor2b_1,3,3
a221oi_1,7,7
a21o_1,4,4
nand3_1,5,5
a31oi_1,3,3
o21ai_0,45,45
a22oi_1,7,7
clkinv_1,3,3
a211oi_1,7,7
==> worst min path at each step <==
stage	from	endpoint	slack, ps	cells after the start
6_report	M_i[1]	P[1]	4920	5
4_1_cts	M_i[1]	P[1]	4930	5
5_1_grt	M_i[1]	P[1]	5010	5
==> metrics by stage <==
step	power, mW	std cells
2_1_floorplan	0.286	414
3_3_place_gp	0.469	530
3_5_place_dp	0.471	530
4_1_cts	0.474	530
5_1_grt	0.540	530
6_report	0.470	530
==> worst min-delay path, stage by stage <==
cell	delay (ps)
clkdlybuf4s50_1	420
buf_4	180
nand2_1	60
o21ai_0	70
clkdlybuf4s50_1	400
==> power groups by stage <==
stage	clock network (mW)	logic (mW)	registers, mW
global route	0	0.540	0
finish	0	0.470	0
CTS	0	0.474	0
==> timing repair <==
item	4_1_cts	5_1_grt
resized	0	2
hold buffers	0	0
hold endpoints to repair	0	0
setup endpoints to repair	0	1
==> kinds of logic after synthesis <==
kind of cell    count (synthesis)  synth area share [%]
simple gates                  111                  18.6
mux                            18                  7.82
fa+ha+maj                      39                  22.6
buf+inv                        80                  10.8
compound gates                138                  30.4
xor+xnor                       28                  9.83
==> synth_stat cells (2+ instances only) <==
cell / n / area share [%]
a31oi_1: 3 / 0.66
and3_1: 3 / 0.66
nand2_1: 39 / 5.1
a211oi_1: 7 / 1.8
nor3_1: 6 / 1.0
buf_2: 3 / 0.52
nor2_1: 32 / 4.2
or2_2: 3 / 0.66
mux2i_1: 10 / 3.5
nor2b_1: 3 / 0.66
buf_1: 3 / 0.39
o31ai_1: 2 / 0.52
clkbuf_1: 26 / 3.4
xor2_1: 8 / 2.4
a221oi_1: 7 / 2.1
mux4_2: 3 / 2.4
a21oi_1: 33 / 5.8
nand2b_1: 3 / 0.66
o211ai_1: 6 / 1.6
o221ai_1: 2 / 0.61
o21bai_1: 5 / 1.3
a22oi_1: 7 / 1.8
a21o_1: 4 / 1.0
o21ai_0: 45 / 7.9
o22ai_1: 3 / 0.66
mux2_2: 5 / 2.0
fa_1: 21 / 15
o21a_1: 2 / 0.52
a31o_1: 2 / 0.61
ha_1: 18 / 7.9
inv_1: 44 / 5.8
a211o_1: 2 / 0.61
xnor2_1: 17 / 5.2
clkinv_1: 3 / 0.39
and2_1: 6 / 1.3
nand3_1: 5 / 0.87
==> area by class of cell <==
type	count	share of cell area, %
Inverter	47	5.28
Timing Repair Buffer	53	14.4
Multi-Input combinational cell	334	76.7
Tap cell	96	3.60
Power is estimated from default activity; no workload was simulated.
